==> flow/design.v <==
`timescale 1ps/1ps
module UART(
	iCLK,	 
	iRST_N,	 
	iRX,	 
	oTX,	 
	oR,		 
	oT,		 
	iT,		 
	iTDATA,	 
	oRDATA	 
);
input iCLK;
input iRST_N;
input iRX;
output oTX;
output oR;
output oT;
input iT;
input [7:0] iTDATA;
output [7:0] oRDATA;
reg oTX;
reg oR;
reg oT;
reg [7:0] oRDATA;
parameter CLK_FREQ=100000;	 
parameter BAUD_RATE=9600;	 
localparam BAUD_CNT=CLK_FREQ/BAUD_RATE;	 
localparam BAUD_1=BAUD_CNT/4;		 
localparam BAUD_2=BAUD_CNT/2;		 
localparam BAUD_3=(3*BAUD_CNT)/4;	 
reg [15:0] rRBaudCnt;	 
reg [15:0] rTBaudCnt;	 
reg [7:0] rRData;	 
reg [7:0] rTData;	 
reg [2:0] rSample_1;	 
reg [2:0] rRBitCnt;		 
reg [2:0] rTBitCnt;		 
reg rRX_syn,rRX_syn_0;	 
always@(posedge iCLK or negedge iRST_N)begin
	if(!iRST_N){rRX_syn,rRX_syn_0}<=2'b11;
	else {rRX_syn,rRX_syn_0}<={rRX_syn_0,iRX};
end
reg [2:0] Rsta;	 
localparam Rsta_0=3'b000;
localparam Rsta_1=3'b001;
localparam Rsta_2=3'b010;
localparam Rsta_3=3'b100;
always@(posedge iCLK or negedge iRST_N)begin
	if(!iRST_N) Rsta<=Rsta_0;
	else begin
		case(Rsta)
			Rsta_0:if(!rRX_syn) Rsta<=Rsta_1;	 
			Rsta_1:begin	 
				if(rRBaudCnt==BAUD_CNT)begin
					if(rSample_1[1]) Rsta<=Rsta_0;	 
					else Rsta<=Rsta_2;	 
				end
			end
			Rsta_2:begin  
				if(rRBitCnt==3'd7)begin
					if(rRBaudCnt==BAUD_CNT) Rsta<=Rsta_3;	 
				end
			end
			Rsta_3:begin  
				if(rRBaudCnt==BAUD_CNT)begin
					if(!rRX_syn) Rsta<=Rsta_1;
					else Rsta<=Rsta_0;
				end
			end
			default: Rsta<=Rsta_0;
		endcase
	end
end
wire wSampleEN=(rRBaudCnt==BAUD_1) | (rRBaudCnt==BAUD_2) | (rRBaudCnt==BAUD_3);
always@(posedge iCLK or negedge iRST_N)begin
	if(!iRST_N) rSample_1<=3'b0;
	else begin
		if(rRBaudCnt<BAUD_1)rSample_1<=3'b0;
		else if(wSampleEN)begin
			if(rRX_syn) rSample_1<={rSample_1[1:0],1'b1};
		end
	end
end
always@(posedge iCLK or negedge iRST_N)begin
	if(!iRST_N) rRBitCnt<=3'd0;
	else if(Rsta==Rsta_2)begin
		if(rRBaudCnt==BAUD_CNT) rRBitCnt<=rRBitCnt+3'd1;
	end
	else rRBitCnt<=3'd0;
end
always@(posedge iCLK or negedge iRST_N)begin
	if(!iRST_N) rRBaudCnt<=0;
	else if(Rsta==Rsta_0)begin
		if(!rRX_syn) rRBaudCnt<=1;
		else rRBaudCnt<=0;
	end
	else begin
		if(rRBaudCnt==BAUD_CNT) rRBaudCnt<=1;
		else rRBaudCnt<=rRBaudCnt+1;
	end
end
always@(posedge iCLK or negedge iRST_N)begin
	if(!iRST_N)rRData<=8'd0;
	else if(Rsta==Rsta_2)begin
		if(rRBaudCnt==BAUD_CNT)begin
			if(rSample_1[1]) rRData<={1'b1,rRData[7:1]};
			else rRData<={1'b0,rRData[7:1]};
		end
	end
end
always@(posedge iCLK or negedge iRST_N)begin
	if(!iRST_N) oR<=1'b1;
	else begin
		case(Rsta)
			Rsta_0:oR<=oR;
			Rsta_1:oR<=1'b0;
			Rsta_2:oR<=1'b0;
			Rsta_3:begin
				if(rRBaudCnt==BAUD_CNT)begin
					if(rSample_1[1]) oR<=1'b1;
					else oR<=1'b0;
				end
			end
		endcase
	end
end
always@(posedge iCLK or negedge iRST_N)begin
	if(!iRST_N) oRDATA<=8'd0;
	else if(Rsta==Rsta_3)begin
		if(rRBaudCnt==BAUD_CNT)begin
			if(rSample_1[1]) oRDATA<=rRData;
		end
	end
end
reg rTsyn,rTsyn_1,rTsyn_0;	 
always@(posedge iCLK or negedge iRST_N)begin
	if(!iRST_N) {rTsyn,rTsyn_1,rTsyn_0}<=3'b111;
	else {rTsyn,rTsyn_1,rTsyn_0}<={rTsyn_1,rTsyn_0,iT};
end
reg[2:0] Tsta;
localparam Tsta_0=3'b000;
localparam Tsta_1=3'b001;
localparam Tsta_2=3'b010;
localparam Tsta_3=3'b100;
always@(posedge iCLK or negedge iRST_N)begin
	if(!iRST_N) Tsta<=Tsta_0;
	else begin
		case(Tsta)
			Tsta_0:if({rTsyn,rTsyn_1}==2'b01) Tsta<=Tsta_1;
			Tsta_1:if(rTBaudCnt==BAUD_CNT)Tsta<=Tsta_2;	 
			Tsta_2:begin  
				if(rTBitCnt==3'd7)begin
					if(rTBaudCnt==BAUD_CNT) Tsta<=Tsta_3;
				end
			end
			Tsta_3:begin 	 
				if(rTBaudCnt==BAUD_CNT)begin
					if({rTsyn,rTsyn_1}==2'b01) Tsta<=Tsta_1;
					else Tsta<=Tsta_0;
				end
			end
			default:Tsta<=Tsta_0;
		endcase
	end
end
always@(posedge iCLK or negedge iRST_N)begin
	if(!iRST_N) rTBitCnt<=3'd0;
	else if(Tsta==Tsta_2)begin
		if(rTBaudCnt==BAUD_CNT)rTBitCnt<=rTBitCnt+3'd1;
	end
	else rTBitCnt<=3'd0;
end
always@(posedge iCLK or negedge iRST_N)begin
	if(!iRST_N) rTBaudCnt<=0;
	else if(Tsta==Tsta_0)begin
		if({rTsyn,rTsyn_1}==2'b01) rTBaudCnt<=1;
		else rTBaudCnt<=0;
	end
	else begin
		if(rTBaudCnt==BAUD_CNT) rTBaudCnt<=1;
		else rTBaudCnt<=rTBaudCnt+1;
	end
end
always@(posedge iCLK or negedge iRST_N)begin
	if(!iRST_N) rTData<=8'd0;
	else if(Tsta==Tsta_0)begin
		if({rTsyn,rTsyn_1}==2'b01)begin 
			rTData<=iTDATA;
		end
	end
	else if(Tsta==Tsta_2)begin
		if(rTBaudCnt==BAUD_CNT)begin
			rTData<={1'b0,rTData[7:1]};
		end
	end
end
always@(posedge iCLK or negedge iRST_N)begin
	if(!iRST_N) oTX<=1'b1;
	else begin
		case(Tsta)
			Tsta_0:oTX<=1'b1;
			Tsta_1:oTX<=1'b0;	 
			Tsta_2:begin	 
				if(rTBaudCnt==1) oTX<=rTData[0];
			end
			Tsta_3:oTX<=1'b1;	 
		endcase
	end
end
always@(posedge iCLK or negedge iRST_N)begin
	if(!iRST_N) oT<=1'b1;
	else if(Tsta==Tsta_0) oT<=1'b1;
	else oT<=1'b0;
end
endmodule
==> flow/run.sh <==
#!/bin/bash
# OpenROAD 26Q1-2900-gdf79404cd8, Yosys 0.63+post, stock flow scripts
make -C /OpenROAD-flow-scripts/flow DESIGN_CONFIG=/design/flow/config.mk WORK_HOME=/design/flow/orfs finish
==> flow/config.mk <==
export PLATFORM = sky130hd
export DESIGN_NAME = UART
export DESIGN_NICKNAME = UART
export VERILOG_FILES = /design/flow/design.v
export SDC_FILE = /design/flow/constraint.sdc
export NUM_CORES = 4
export LEC_CHECK = 1
export CORE_UTILIZATION = 50
==> flow/constraint.sdc <==
current_design UART

set clk_period 3.5
set clk_io_pct 0.2

create_clock -name clk0 -period $clk_period [get_ports {iCLK}]

set non_clock_inputs [all_inputs -no_clocks]
set_input_delay [expr $clk_period * $clk_io_pct] -clock clk0 $non_clock_inputs
set_output_delay [expr $clk_period * $clk_io_pct] -clock clk0 [all_outputs]
==> flow_metrics.tcl <==
# metrics dict for downstream scripts
set metrics [dict create \
    io_buffers 22 \
    relSlewSlack_pct 56.0 \
    hold_fails_final_rpt 0 \
    setup_viol_count_final 0 \
    cts_resized 0 \
    route.detailed.wl_per_inst_um 13.8 \
    rsz_0062_raised_after_global_routing "false" \
    whs_path_depth 0 \
    first_pass_grt_wire_length_mm 11.2 \
    reg2regPathDepth 5 \
    power_density_nw_per_um2 426 \
    dieHeight_um 89.0 \
    final_layout_setup_total_negative_slack_ns 0 \
    gr-total-overflow 0 \
    syn_area_sq_um 3780 \
    cells_along_the_critical_path "ha_1, nor3b_1, or4_1, a2111oi_2, mux2_2" \
    dieWidth_um 89.0 \
    cts-buffers-inserted 9 \
    critPathArrivalTime_ns 2.62 \
    run_status "completed" \
    synth-adder-area-share_pct 3.31 \
    routed_wirelength_mm 6.43 \
    initial_core_util_pct 51.9 \
    cpMaxStageDelayCell "sky130_fd_sc_hd__dfrtp_1" \
    gr-usage-all-layers_pct 18.9 \
    final.min_clock_period_ns 2.38 \
    io_pins 23 \
    transition_time_of_the_tightest_slew_check_pin_ns 0.655 \
    number_of_inserted_diodes 0 \
    synthesis.area_per_instance_sq_um 11.2 \
    netlist_top_cells_area "sky130_fd_sc_hd__dfrtp_1 46%, sky130_fd_sc_hd__dfstp_2 6.9%, sky130_fd_sc_hd__mux2_2 5.4%" \
    maximum_number_of_pins_on_one_net_before_global_route_repair 53 \
    layout_worst_path_cycle_share_pct 67.9 \
    cts_buffer_depth 2 \
    post_cts_buffers 0 \
    route.detailed.drc 0 \
    initialDrtViolationCount 81 \
    cp-end-kind "flip-flop" \
    clock_tree.root_cell "sky130_fd_sc_hd__clkbuf_8" \
    drtAntennaViolNets 0 \
    element_type_at_the_critical_path_start "flip-flop" \
    synthToLayoutAreaGrowth_pct 14.8 \
    setup.worst_path.class "flip-flop to flip-flop" \
    top_logic_kind "simple AND/OR/NAND/NOR gates" \
    critical_path_required_ns 3.74 \
    synthMuxAreaShare_pct 9.06 \
    antenna_violations_before_repair 0 \
    synth_compound_gate_area_share_pct 5.26 \
    routed-via-count 2504 \
    synth_largest_type_area_fraction_pct 46.3 \
    synth-cells-yosys 338 \
    cts_tree "built" \
    peakVddDrop_mv 0.272 \
    fillerInstances 599 \
    h_tree_level_count 3 \
    dr.pass1.iters 4 \
    clkTransAtPathRegs_ns 0.09 \
    netlist.top_cell.by_area "sky130_fd_sc_hd__dfrtp_1" \
    cap_viol_max_count 0 \
    cts.hold.buffers_added 0 \
    critical_path.max_fanout 8 \
    stage_log_warnings 29 \
    synth-simple-area-share_pct 19.4 \
    hp-class "flip-flop to flip-flop" \
    number_of_unique_standard_cell_types_used_by_synthesis 49 \
    critical-path-max-stage-delay_ns 0.49 \
    report.final.slew_viol_count 0 \
    detailedPlacementHpwl_mm 4.15 \
    via_per_inst 5.36 \
    yosysChipArea_sq_um 3780 \
    first_global_vias 2392 \
    finalClockSkew_ns 0.00942 \
    floorplan.rows 31 \
    floorplan.die_area_sq_um 7920 \
    ys_seq_elements 80 \
    gp_congestion 0.820 \
    xor_area_share_pct 6.71 \
    final_layout_size_suffix_gt1_share_pct 14.4 \
    floorplan.core_area_sq_um 7290 \
    seq_area_frac_synth_pct 53.2 \
    synth_warnings 1 \
    clock_sink_count 80 \
    fmax_mhz 421 \
    clk-insertion-delay-late_ns 0.34 \
    postLayoutCoreUtil_pct 59.6 \
    postSynthCellCount 338 \
    power.static_leakage_nw 1.93 \
]
[layer usage]
metal | track usage, % | wire (um) | vias up
li1 | - | - | 1242
met1 | 29.1 | 3150 | 1217
met2 | 30.3 | 3000 | 38
met5 | 0 | 0 | -
met3 | 4.49 | 203 | 7
met4 | 1.59 | 74 | 0
[critical path, delay by kind of cell (launching register included)]
family,cells,cell delay [ns]
AND-OR/OR-AND,1,0.49
adder cells (fa/ha/maj),1,0.34
flip-flops,1,0.49
multiplexers,1,0.38
AND/OR/NAND/NOR,2,0.57
[kinds of logic (layout without fill, tap and decap cells)]
kind of cell    after synthesis  in the layout
compound gates               28             28
xor+xnor                     29             29
fa+ha+maj                    10             10
buf+inv                      25             55
flops                        80             80
mux                          32             32
simple gates                134            134
[cell usage after synthesis, drive strengths merged]
cell / n
a2bb2oi: 1
a311oi: 1
a21oi: 2
nor2b: 9
nor3b: 2
nor4: 10
or4: 6
nor2: 36
inv: 16
or3: 1
nand3: 19
o2bb2ai: 1
a221o: 1
and2: 2
a2111oi: 2
a21boi: 2
ha: 10
a21o: 1
o2bb2a: 1
nor4b: 3
and4: 3
o22ai: 1
xor2: 8
xnor2: 21
nand4: 9
buf: 6
dfstp: 10
nand2b: 3
a311o: 1
clkbuf: 3
nand3b: 1
nand2: 19
a22o: 2
nor3: 7
nor4bb: 2
mux2i: 14
o21ai: 11
mux2: 18
o31ai: 1
dfrtp: 70
and3: 2
[final timing paths]
| path | from | endpoint | slack [ns] |
|---|---|---|---|
| min in group asynchronous | iRST_N | oRDATA[1] | 0.38 |
| min | rRX_syn_0 | rRX_syn | 0.36 |
| max reg2reg | rRBaudCnt[1] | rSample_1[0] | 1.12 |
| max | rRBaudCnt[1] | rSample_1[0] | 1.12 |
| min reg2reg | rRX_syn_0 | rRX_syn | 0.36 |
| max in group asynchronous | iRST_N | rRX_syn_0 | 2.24 |
[layout make-up]
| class | instances | area [sq um] | area share, % |
|---|---|---|---|
| clock buffer | 9 | 124 | 2.85 |
| clock inverter | 7 | 144 | 3.31 |
| inverter | 16 | 60.1 | 1.38 |
| multi-input combinational | 233 | 1650 | 38.1 |
| sequential | 80 | 2010 | 46.4 |
| tap | 99 | 124 | 2.85 |
| timing repair buffer | 23 | 225 | 5.18 |
[power breakdown]
group | total [mW] | switching, mW | internal [mW]
clock network | 0.880 | 0.334 | 0.547
registers | 0.932 | 0.00206 | 0.930
logic | 0.0394 | 0.0241 | 0.0153
total | 1.85 | 0.360 | 1.49
[state kept, by name, indices dropped and copies added (netlist names)]
register,count
rTData,8
oRDATA,8
rRData,8
rTBaudCnt,16
rTsyn_0,1
rTsyn_1,1
oR,1
rTsyn,1
oTX,1
rRBitCnt,3
Tsta,4
rRX_syn,1
rRBaudCnt,16
rSample_1,2
rRX_syn_0,1
rTBitCnt,3
oT,1
Rsta,4
[cell usage in the layout (no fill, tap or decap), types with 3 or more instances in the layout]
| cell | instances |
|---|---|
| sky130_fd_sc_hd__or4_1 | 3 |
| sky130_fd_sc_hd__nor4b_1 | 3 |
| sky130_fd_sc_hd__xor2_1 | 8 |
| sky130_fd_sc_hd__mux2i_1 | 14 |
| sky130_fd_sc_hd__nor2_1 | 36 |
| sky130_fd_sc_hd__mux2_2 | 18 |
| sky130_fd_sc_hd__nand2_1 | 18 |
| sky130_fd_sc_hd__dfstp_2 | 10 |
| sky130_fd_sc_hd__nor3_1 | 7 |
| sky130_fd_sc_hd__clkbuf_8 | 9 |
| sky130_fd_sc_hd__o21ai_0 | 11 |
| sky130_fd_sc_hd__nand3_1 | 19 |
| sky130_fd_sc_hd__or4_4 | 3 |
| sky130_fd_sc_hd__nor2b_1 | 9 |
| sky130_fd_sc_hd__and4_1 | 3 |
| sky130_fd_sc_hd__bufinv_16 | 4 |
| sky130_fd_sc_hd__xnor2_1 | 21 |
| sky130_fd_sc_hd__inv_1 | 16 |
| sky130_fd_sc_hd__nor4_1 | 9 |
| sky130_fd_sc_hd__clkdlybuf4s50_1 | 21 |
| sky130_fd_sc_hd__nand4_1 | 9 |
| sky130_fd_sc_hd__dfrtp_1 | 70 |
| sky130_fd_sc_hd__ha_1 | 10 |
[stage by stage]
stage               setup WS [ns]  hold slack (ns)  instance area, sq um  power [mW]  std cells
finish                       1.12            0.357                  4350        1.85        467
floorplan                    1.36            0.345                  3780       0.958        338
global placement             1.13            0.346                  4080       0.992        451
CTS                          1.12            0.358                  4350        1.88        467
detailed placement           1.15            0.347                  4080       0.992        451
global route                0.980            0.365                  4350        1.93        467
Power and IR drop assume default switching activity.
